--- ./config.mk ---
export PLATFORM = sky130hd
export DESIGN_NAME = ram_wb
export DESIGN_NICKNAME = ram_wb
export VERILOG_FILES = /design/flow/design.v
export SDC_FILE = /design/flow/constraint.sdc
export NUM_CORES = 4
export LEC_CHECK = 1
export CORE_UTILIZATION = 40
export SYNTH_MEMORY_MAX_BITS = 65536
--- ./run.sh ---
#!/bin/bash
# OpenROAD 26Q1-2900-gdf79404cd8, Yosys 0.63+post, stock flow scripts
make -C /OpenROAD-flow-scripts/flow DESIGN_CONFIG=/design/flow/config.mk WORK_HOME=/design/flow/orfs finish
--- ./design.v ---
module ram_wb
#(
    parameter int ADR_WIDTH = 8,
    parameter int DAT_WIDTH = 32,
    parameter bit RESET_MEM  = 0,
    parameter int SEL_WIDTH  = DAT_WIDTH/8
) (
    input  logic                    clk_i,   
    input  logic                    rst_i,   
    input  logic                    cyc_i,   
    input  logic                    stb_i,   
    input  logic [SEL_WIDTH-1 : 0]  sel_i,   
    input  logic [ADR_WIDTH-1 : 0]  adr_i,   
    input  logic                     we_i,   
    input  logic [DAT_WIDTH-1 : 0]  dat_i,   
    output logic [DAT_WIDTH-1 : 0]  dat_o,   
    output logic                    ack_o    
);
    logic [DAT_WIDTH-1 : 0] memory [2**ADR_WIDTH];
    always_ff @(posedge clk_i) begin
        dat_o <= 'b0;
        ack_o <= 1'b0;
        if (rst_i) begin
            dat_o <= 'b0;
            ack_o <= 1'b0;
            if (RESET_MEM)
                for (int idx=0; idx < 2**ADR_WIDTH; idx++)
                    memory[idx] <= '0;
            end
        else if (cyc_i && stb_i) begin
            if (we_i) begin
                for (int byte_idx = 0; byte_idx < SEL_WIDTH; byte_idx++)
                    if (sel_i[byte_idx])
                        memory[adr_i][byte_idx*8 +: 8] <= dat_i[byte_idx*8 +: 8];
                ack_o <= 1'b1;
            end
            else begin
                for (int byte_idx = 0; byte_idx < SEL_WIDTH; byte_idx++)
                    if (sel_i[byte_idx])
                        dat_o[byte_idx*8 +: 8] <= memory[adr_i][byte_idx*8 +: 8];
                    else
                        dat_o[byte_idx*8 +: 8] <= 8'b0;
                ack_o <= 1'b1;
            end
        end
    end
endmodule
--- ./constraint.sdc ---
current_design ram_wb

set clk_period 25.3
set clk_io_pct 0.2

create_clock -name clk0 -period $clk_period [get_ports {clk_i}]

set non_clock_inputs [all_inputs -no_clocks]
set_input_delay [expr $clk_period * $clk_io_pct] -clock clk0 $non_clock_inputs
set_output_delay [expr $clk_period * $clk_io_pct] -clock clk0 [all_outputs]
==> results_slide.txt <==
Synthesis and Place & Route Summary

Global routing
  • Global-route wire length before repair: between 1000 and 1500 mm
  • Initial antenna violation count: 56
  • Largest net degree at the start of global routing: 117
  • Vias in the first global route: 171000
  • Total GRT Usage: 0.242
  • GRT overflow: 0

Routing
  • Number of DRC markers in iteration 0: around 11000
  • Routed WL: 882 mm
  • Vias/cell: 5.72
  • Routed Antenna Nets: 0
  • DRC viols: 0
  • Drt first pass iters: 8
  • Vias: 158000
  • WL per Instance: approximately 32 um

STA
  • Fin. max-slew vios: 0
  • Final hold viol count: 0
  • Fmax: 0.0870 GHz
  • TNS Setup: 0 ps
  • Fin Hold WS: between 900 and 1000 ps
  • Tcrit/Tclk final: 0.454
  • Final Skew: about 110 ps
  • Relative slew slack: 0.161
  • # setup viols final: 0
  • Final Critical Period: between 10000 and 15000 ps
  • Unrepaired setup endpoints after global routing: no
  • Worst-margin pin slew: between 1000 and 1500 ps

Finish
  • Fin util: 0.455
  • Non-Filler Instances: 27500
  • # fillers: 64900
  • Share of cells above drive strength 1: 0.213
  • Design area: about 360000 um^2
  • Layout area overhead: 13.3%

Logic synthesis
  • Synth flops: between 8000 and 9000
  • Yosys Warn Count: 1
  • Number of enable flip-flop cells: around 8200
  • Most common reg cell: edfxtp_1
  • # Cells Yosys: 15600
  • Synthesized instance count: 15600
  • Syn Area/Cell: just over 20 um^2
  • Seq/Total Area, Yosys: 0.776
  • Distinct cells, synth: between 50 and 60
  • Yosys chip area: 318000 um^2
  • Synth Cell Area: 318000 um^2
  • Async set-or-reset flop fraction in the synthesized netlist: 0

Critical path
  • Slowest CP cell: buf_4
  • CP Class: input port to flip-flop
  • Crit path from: adr_i[0]
  • Largest stage delay on the critical path: around 670 ps
  • Crit path top cell by count: buf_4
  • R2R depth: 6
  • Setup crit start kind: input port
  • CP endpoint kind: flip-flop
  • Worst EP arrival: between 10000 and 15000 ps
  • Worst setup path endpoint: dat_o[10]
  • Crit Path Max Fanout: approximately 60
  • Critical path buffers and inverters: 9
  • WP data required: between 20000 and 30000 ps
  • Setup slack, reg-to-reg: 21540 ps
  • Reg2reg end: dat_o[2]
  • Path length in cells of the critical path: 14
  • Crit-path cells: buf_16 > buf_4 > buf_4 > buf_4 > buf_4 > buf_4 > buf_4 > buf_4 > buf_4 > mux4_2 > a22oi_1 > nand4_1 > a211o_1 > a311o_1
  • FF-to-FF Start: memory[133][2]
  • Top delay family on crit path: buffers and inverters

Clock tree
  • Root Driver: clkbuf_16
  • CTS buffer count: roughly 810
  • Post-CTS sizing: 0
  • Clk latency late pin: 1190 ps
  • Setup repair bufs after CTS: 0
  • Clk slew on worst S/H paths: around 60 ps
  • Clock sinks: between 8000 and 9000
  • CTS H-tree depth: 6
  • CTS tree: yes
  • Post-CTS Hold Fix Bufs: 0
  • Max Buffers Root-to-Sink: 4

Floorplan
  • Initial Utilization: 0.401
  • Die area: between 700000 and 800000 um^2
  • Die height: 894 um
  • I/O pins: 82
  • # rows: 327
  • Core area: ~790000 um^2
  • Die W: 894 um

Flow run
  • Max-cap viol count: 0
  • Log Warnings: 32

Placed design
  • Port Buf Inserts: 81
  • HPWL Detailed: 574 mm
  • Dpl cell area: 334000 um^2
  • Inst Count DP: 26000
  • Gpl congestion: between 0.9 and 1

Power
  • Lkg Pwr: 113 nW
  • Pwr Density: 77.5 nW/um^2
  • Peak supply drop: 0.0840 mV

Worst hold path
  • Worst Hold Class: flip-flop to flip-flop

Run status
  • Status: completed
routing by layer:
layer  part of all wire  GRT usage  wire length, um  vias up
li1                   -          -                -    66400
met4              0.044     0.0801            38400       81
met3               0.19      0.196           163000     1631
met2               0.46      0.346           407000     9416
met5             0.0023     0.0213             2070        -
met1               0.31      0.278           270000    80100
state kept, by name, summed over array words and instances, names as in the netlist:
| signal | cells |
|---|---|
| memory | 8192 |
| dat_o | 32 |
| ack_o | 1 |
worst reg2reg max path, stage by stage, from the launching register on:
cell and delay [ps]:
edfxtp_1 360, mux2i_1 220, o22ai_1 110, nor4_1 920
nand4_1 970, a211o_1 670, a311o_1 400
synth_stat cells, types with 26 or more instances:
| library cell | count | share of area |
|---|---|---|
| a31oi_1 | 94 | 0.0018 |
| a22o_1 | 33 | 0.00091 |
| a32o_1 | 31 | 0.00098 |
| o221ai_1 | 34 | 0.00094 |
| a211oi_1 | 38 | 0.00090 |
| nand4_1 | 64 | 0.0013 |
| dfxtp_1 | 33 | 0.0021 |
| buf_6 | 27 | 0.00096 |
| a22oi_1 | 451 | 0.011 |
| nor4_1 | 63 | 0.0012 |
| a32oi_1 | 33 | 0.00091 |
| nand2_1 | 491 | 0.0058 |
| mux2i_1 | 1081 | 0.034 |
| o211ai_1 | 43 | 0.0010 |
| a21oi_1 | 344 | 0.0054 |
| and3_1 | 186 | 0.0037 |
| o2111ai_1 | 32 | 0.00088 |
| edfxtp_1 | 8192 | 0.77 |
| o22ai_1 | 250 | 0.0049 |
| buf_4 | 81 | 0.0019 |
| o311a_1 | 26 | 0.00082 |
| a21boi_0 | 34 | 0.00080 |
| nand3_1 | 102 | 0.0016 |
| clkbuf_1 | 525 | 0.0062 |
| a221oi_1 | 95 | 0.0026 |
| mux4_2 | 1572 | 0.11 |
| buf_1 | 88 | 0.0010 |
| nor2_1 | 1060 | 0.013 |
| buf_2 | 281 | 0.0044 |
stage by stage:
stage / power [mW] / worst slack, ps
floorplan: 15.9 / 17540
global placement: 16.5 / 12510
detailed placement: 16.5 / 12440
CTS: 28.1 / 13700
global route: 28.7 / 13190
finish: 27.9 / 13810
how the worst min path moves through the flow:
| stage | endpoint | from | cells past startpoint | slack (ps) |
|---|---|---|---|---|
| after global routing | dat_o[22] | memory[222][22] | 5 | 1040 |
| final | dat_o[22] | memory[222][22] | 5 | 970 |
| after CTS | dat_o[22] | memory[222][22] | 5 | 1000 |
report_power, final:
part	internal (mW)	switching (mW)
registers	15.0	0.00448
clock network	6.53	5.14
logic	0.398	0.873
total	21.9	6.02
logic make-up (layout without fill, tap and decap cells):
group / Yosys count / after routing / share of synthesized area
AND-OR/OR-AND: 1659 / 1659 / 0.0371
buffers and inverters: 1007 / 2397 / 0.0146
multiplexers: 2653 / 2653 / 0.145
AND/OR/NAND/NOR: 2022 / 2022 / 0.0273
flip-flops: 8225 / 8225 / 0.776
other: 0 / 64 / 0
placed cells by master, fill, tap and decap left out, types with 25 or more instances in the layout:
| master | Yosys | routed |
|---|---|---|
| o211ai_1 | 43 | 43 |
| nand4_1 | 64 | 64 |
| clkinv_1 | 0 | 183 |
| a22oi_1 | 451 | 451 |
| a31oi_1 | 94 | 94 |
| a211oi_1 | 38 | 32 |
| a211o_1 | 25 | 25 |
| clkbuf_1 | 525 | 207 |
| buf_4 | 81 | 816 |
| o2111ai_1 | 32 | 32 |
| a32oi_1 | 33 | 33 |
| clkinv_2 | 0 | 130 |
| a21boi_0 | 34 | 34 |
| o221ai_1 | 34 | 34 |
| mux2i_1 | 1081 | 1081 |
| a22o_1 | 33 | 33 |
| nand2_1 | 491 | 487 |
| mux4_2 | 1572 | 1572 |
| buf_8 | 0 | 33 |
| nor4_1 | 63 | 62 |
| a221oi_1 | 95 | 95 |
| clkbuf_16 | 0 | 817 |
| diode_2 | 0 | 64 |
| a21oi_1 | 344 | 344 |
| and3_1 | 186 | 186 |
| bufinv_16 | 0 | 51 |
| clkdlybuf4s50_1 | 0 | 41 |
| dfxtp_1 | 33 | 33 |
| o311a_1 | 26 | 26 |
| nand3_1 | 102 | 102 |
| a311o_1 | 25 | 25 |
| edfxtp_1 | 8192 | 8192 |
| a32o_1 | 31 | 31 |
| nor2_1 | 1060 | 1041 |
| o22ai_1 | 250 | 250 |
layout make-up:
type                       instances  area (um^2)  area share
antenna                           64          160    0.000445
clock buffer                    1041        21500      0.0596
clock inverter                   444         4250      0.0118
inverter                           5         26.3   0.0000729
multi-input combinational       6334        67200       0.186
sequential                      8225       247000       0.685
tap                            10500        13200      0.0366
timing repair buffer             907         7360      0.0204
Power is estimated from default activity; no workload was simulated.
